<file path="./run.sh">
#!/bin/bash
# OpenROAD 26Q1-2900-gdf79404cd8, Yosys 0.63+post, stock flow scripts
make -C /OpenROAD-flow-scripts/flow DESIGN_CONFIG=/design/flow/config.mk WORK_HOME=/design/flow/orfs finish
</file>
<file path="./config.mk">
export PLATFORM = sky130hd
export DESIGN_NAME = top_sound
export DESIGN_NICKNAME = top_sound
export VERILOG_FILES = /design/flow/design.v
export SDC_FILE = /design/flow/constraint.sdc
export NUM_CORES = 4
export LEC_CHECK = 1
export CORE_UTILIZATION = 50
</file>
<file path="./constraint.sdc">
current_design top_sound

set clk_period 7.6
set clk_io_pct 0.2

create_clock -name clk0 -period $clk_period [get_ports {clk_25mhz}]

set non_clock_inputs [all_inputs -no_clocks]
set_input_delay [expr $clk_period * $clk_io_pct] -clock clk0 $non_clock_inputs
set_output_delay [expr $clk_period * $clk_io_pct] -clock clk0 [all_outputs]
</file>
<file path="./design.v">
`default_nettype none
module sound(
	input wire clk,
	input wire [PHASEWIDTH-1:0] fsel,
	input wire [1:0] mode,  
	output reg [RESOLUTION-1:0] audio
);
parameter RESOLUTION = 14;
parameter SAMPLES = 2**12;
parameter PHASEWIDTH = 48;
reg [RESOLUTION-1:0] sine_lookup [SAMPLES-1:0];
initial begin
	integer i;
	for (i = 0; i < SAMPLES; i += 1) begin
		sine_lookup[i] = ((2**(RESOLUTION - 1) - 1)
											*($sin(2*3.141592*i/SAMPLES) + 1.0));
	end
end
reg [RESOLUTION-1:0] sawtooth_lookup [SAMPLES-1:0];
initial begin
	integer i;
	for (i = 0; i < SAMPLES; i += 1) begin
		sawtooth_lookup[i] = (2**(RESOLUTION) - 1)*i/SAMPLES;
	end
end
reg [RESOLUTION-1:0] triangle_lookup [SAMPLES-1:0];
initial begin
	integer i;
	for (i = 0; i < SAMPLES; i += 1) begin
		if (i < (SAMPLES >> 1)) 
			triangle_lookup[i] = (2*2**(RESOLUTION) - 1)*i/SAMPLES;
		else
			triangle_lookup[i] = (2**(RESOLUTION) - 1) 
						- (2*2**(RESOLUTION) - 1)*(i - (SAMPLES >> 1))/SAMPLES;
	end
end
reg [PHASEWIDTH-1:0] phase = 0;
always @(posedge clk)
	phase <= phase + fsel;
always @(posedge clk)
	case (mode)
		0: audio <=     sine_lookup[phase[31-:$clog2(SAMPLES)]];
		1: audio <= sawtooth_lookup[phase[31-:$clog2(SAMPLES)]];
		2: audio <= triangle_lookup[phase[31-:$clog2(SAMPLES)]];
		default: ;
	endcase
endmodule
`default_nettype none
module top_sound(
	input wire clk_25mhz,
	output wire [3:0] audio_l,
	output wire [3:0] audio_r,
	input  wire [6:0] btn
);
parameter RESOLUTION = 14;
parameter SAMPLES = 2*12;
parameter PHASEWIDTH = 48;
localparam M_one_hz = 344;
reg [PHASEWIDTH-1:0] M = 100*M_one_hz;
always @(posedge clk_25mhz)
	case ({btn[3], btn[4]})
		0:       M <= 100*M_one_hz;
		1:       M <= 50*M_one_hz;
		2:       M <= 200*M_one_hz;
		default: M <= 100*M_one_hz;
	endcase
reg [RESOLUTION-1:0] audio;
sound #(
	.RESOLUTION (RESOLUTION),
	.SAMPLES    (SAMPLES),
	.PHASEWIDTH (PHASEWIDTH)
) sound_inst (
	.clk  (clk_25mhz),
	.mode,
	.fsel (M),
	.audio
);
wire [1:0] mode = {btn[1], btn[2]};
wire [3:0] audio_o;
delta_sigma #(
	.inbits  (RESOLUTION),
	.outbits (4)
) delta_sigma_inst (
	.clk (clk_25mhz),
	.audio_i (audio),
	.audio_o
);
assign audio_l = audio_o;
assign audio_r = audio_o;
endmodule
module delta_sigma(
	input wire clk,
	input wire [inbits-1:0] audio_i,
	output reg [outbits-1:0] audio_o
);
parameter inbits = 16;
parameter outbits = 4;
localparam N = 2**(inbits - outbits);
reg [$clog2(N)-1:0] counter;
always @(posedge clk)
	if (counter == N - 1)
		counter <= 0;
	else 
		counter <= counter + 1;
always @(posedge clk)
	if (audio_i[inbits-outbits-1:0] > counter && !(&(audio_i[inbits-1:inbits-outbits])))
		audio_o <= audio_i[inbits-1:inbits-outbits] + 1;
	else
		audio_o <= audio_i[inbits-1:inbits-outbits];
endmodule
</file>
==> summary.txt <==
Post_cts resized -> 0
WHS -> 460 ps
Crit. End Element -> flop
Adder Area Share -> 12.5%
# port buffers -> 12
Max-slew violation count -> 0
CTS Buffer Depth -> 2
Die Y -> 90.0 µm
Cell row count -> 31
Met1 Wirelength -> 3790 µm
Worst Path Max Fanout -> 19
Worst Skew -> 6.29 ps
Setup Viol. Count Final -> 0
Full die area -> 8090 µm²
Detail Route met3 WL -> 410 µm
Pwr/cell area -> 253 nW/µm²
Top Layout Cells -> 47 x dfxtp_1, 37 x ha_1, 29 x nand2_1, 28 x inv_1, 27 x a21oi_1
Slew Limit Headroom -> 56.7%
Sink Count -> 60
Hold Vio Cnt, Final -> 0
DP HPWL -> 5270 µm
Share of cells above drive strength 1 -> 8.94%
Critical Path End -> sound_inst.audio[9]$_DFFE_PP_
Startpoint Class -> input pin
Ports -> 16
CP Data Required Time -> 7670 ps
Fmax -> 299 MHz
Main logic family -> AND-OR/OR-AND gates
Syn avg cell area -> 9.30 µm²
Worst slew pin tran -> 650 ps
Layout fillers -> 639
Worst r2r src -> sound_inst.phase[27]$_DFF_P_
Cell count after placement -> 508
Commonest register cell after synthesis -> dfxtp_1
Post-Place Worst Slack -> 3930 ps
Reg2reg path depth -> 7
Largest net degree at the start of global routing -> 37
Total setup buffers inserted after CTS -> 0
And-or/or-and share of the synthesized area -> 20.8%
Seq/Total Area, Yosys -> 34.4%
Htree depth -> 3
DRT iter0 DRCs -> 173
Syn. warnings -> 27
Log Warnings -> 39
Synth area leaders -> dfxtp_1 24%, ha_1 12%, edfxtp_1 10%
GRT Total Usage -> 20.1%
Die Wd -> 90.0 µm
Latest clock arrival within the worst-skew pair -> 330 ps
DRC viols -> 0
Final Cycle Share -> 44.0%
Syn Inst Count -> 416
Core area -> 7370 µm²
Worst r2r dst -> sound_inst.audio[9]$_DFFE_PP_
Antenna viol nets, final -> 0
# hold bufs at CTS -> 0
TritonCTS clock tree -> built
GRT overflow -> 0
Synthesis-to-finish area growth -> 7.37%
Vias in the first global route -> 2,669
# Cells Yosys -> 416
DR top layer -> met4
MUX share of area -> 1.39%
Core Util, Final -> 56.4%
Post-layout minimum cycle time -> 3340 ps
Final WS setup -> 4260 ps
Max Cap Viol -> 0
WL final -> 7470 µm
Crit path kind -> input pin to flop
Xor/xnor share -> 7.92%
Number of enable flip-flop cells -> 13
TNS Setup -> 0 ps
Commonest Layout Cell -> dfxtp_1
Syn Std Cell Area -> 3870 µm²
Simple-gate portion of the synthesized area -> 15.7%
Cell Type Count -> 71
Total CTS buffers -> 9
Critical Path Source -> btn[1]
Hold crit path type -> flop to flop
Gpl congestion -> 0.907
Worst-path clk slew -> 70 ps
First-pass GRT wire length -> 12,900 µm
Met2 wire length -> 3170 µm
Top cell area share -> 24.3%
Root Driver -> clkbuf_8
Fp_density -> 52.5%
Unrepaired setup endpoints after global routing -> false
#FFs+latches synth -> 60
LEAKAGE -> 1.68 nW
Status -> finished clean
Antenna Cells -> 0
Via count -> 2,944
First-pass DRT Iterations -> 6
FF-to-FF setup slack -> 4700 ps
Antenna violations before repair -> 0
Async S/R FF share, synth -> 0%
Worst path arrival time -> 3420 ps
Finished Layout Cells -> 524
Maximum vdd ir drop -> 0.217 mV
YS chip area -> 3870 µm²
Synth area leader -> dfxtp_1
Routed len/inst -> 14.3 µm
Vias per cell -> 5.62
## kinds of logic (layout without fill, tap and decap cells)
logic type,after synthesis,after routing
muxes,4,4
AOI/OAI and AO/OA,113,113
adders and majority gates,38,38
xor gates and xnor gates,35,35
buffers and inverters,51,60
and+or+nand+nor,115,115
DFF,60,60
## cells in the mapped netlist (4+ instances only)
cell	count
o21ai_0	16
nor3_1	7
ha_1	37
o221ai_1	5
a21oi_1	27
nand4_1	10
a21boi_0	5
a31oi_1	5
nor2b_1	9
o211ai_1	6
nand2_1	29
xor2_1	11
xnor2_1	24
inv_1	28
nand3_1	18
dfxtp_1	47
a21o_1	8
a211oi_1	10
nor2_1	21
o21a_1	4
buf_4	8
buf_6	4
edfxtp_1	13
## cell type report
cell class | count | area [µm²] | share of cell area [%]
Multi-Input combinational cell | 305 | 2250 | 54.3
Sequential cell | 60 | 1330 | 32.0
Timing Repair Buffer | 15 | 143 | 3.43
Clock buffer | 10 | 128 | 3.07
Tap cell | 99 | 124 | 2.98
Inverter | 29 | 109 | 2.62
Clock inverter | 6 | 65.1 | 1.57
## worst max-delay path, stage by stage
cell	delay (ps)
clkdlybuf4s50_1	500
inv_1	50
ha_1	530
nor2b_1	260
o21ai_0	120
a31oi_1	60
or3_1	360
## stage by stage
step / power [mW] / area [µm²]
finish: 1.05 / 4150
detailed placement: 0.779 / 3960
floorplan: 0.714 / 3870
CTS: 1.07 / 4150
global route: 1.13 / 4150
global placement: 0.773 / 3960
## metal layers
layer,vias up,global-route usage (%)
li1,1516,-
met1,1342,33.0
met2,75,29.0
met3,11,4.12
met4,0,2.55
met5,-,0
## worst min path at each step
stage / startpoint / slack (ps) / cells past startpoint / endpoint
final: sound_inst.phase[4]$_DFF_P_ / 460 / 1 / sound_inst.phase[4]$_DFF_P_
after global routing: sound_inst.phase[4]$_DFF_P_ / 480 / 1 / sound_inst.phase[4]$_DFF_P_
after CTS: sound_inst.phase[4]$_DFF_P_ / 460 / 1 / sound_inst.phase[4]$_DFF_P_
## flip-flops by register name, summed over array words and instances, names as in the netlist
| name | flops |
|---|---|
| delta_sigma_inst.counter | 10 |
| M | 5 |
| sound_inst.phase | 28 |
| sound_inst.audio | 13 |
| delta_sigma_inst.audio_o | 4 |
## power by group
part	total, mW	internal, mW	switching, mW
clock network	0.278	0.151	0.127
registers	0.440	0.400	0.0400
logic	0.335	0.155	0.180
Power figures rest on the tool's default switching activity, not on a simulated workload.
